[flow/run.sh]
#!/bin/bash
# OpenROAD 26Q1-2900-gdf79404cd8, Yosys 0.63+post, stock flow scripts
make -C /OpenROAD-flow-scripts/flow DESIGN_CONFIG=/design/flow/config.mk WORK_HOME=/design/flow/orfs finish
[flow/config.mk]
export PLATFORM = sky130hd
export DESIGN_NAME = LCD
export DESIGN_NICKNAME = LCD
export VERILOG_FILES = /design/flow/design.v
export SDC_FILE = /design/flow/constraint.sdc
export NUM_CORES = 4
export LEC_CHECK = 1
export CORE_AREA = 10 10 104 104
export DIE_AREA = 0 0 114 114
[flow/constraint.sdc]
current_design LCD

set clk_period 1.7
set clk_io_pct 0.2

create_clock -name clk0 -period $clk_period [get_ports {clk_50M}]

set non_clock_inputs [all_inputs -no_clocks]
set_input_delay [expr $clk_period * $clk_io_pct] -clock clk0 $non_clock_inputs
set_output_delay [expr $clk_period * $clk_io_pct] -clock clk0 [all_outputs]
[flow/design.v]
module Clk50K(
    input clk_50M,
    input rstn,
    output reg clk_50K
);
reg [1:0] rstn_buf;
reg [9:0] count_50K;
always @(posedge clk_50M) begin
    rstn_buf <= {rstn_buf[0], rstn};
end
always @(posedge clk_50M) begin
    if(rstn_buf == 2'b10) begin
        count_50K <= 0;
    end else if(count_50K >= 499) begin
        count_50K <= 0;
    end else begin
        count_50K <= count_50K + 10'd1;
    end
end
always @(posedge clk_50M) begin
    if(rstn_buf == 2'b10) begin
        clk_50K <= 1'b0;
    end else if(count_50K >= 499) begin
        clk_50K <= ~clk_50K;
    end else begin
        clk_50K <= clk_50K;
    end
end
endmodule
module I2CControl(
    input clk_50K,
    input rstn,
    inout i2c_scl,
    inout i2c_sda,
    input start,
    input [7:0] data,
    input last_data,
    output sda_valid,
    output reg ack_returned
);
parameter S_IDLE = 3'b000, S_START = 3'b001, S_OPERATION = 3'b011, S_WAIT_ACK = 3'b010, S_STOP = 3'b110;
reg [1:0] scl_reg;
reg       sda_reg;
reg [2:0] state;
reg [2:0] next_state;
reg [2:0] index;
assign sda_valid = state == S_START | state == S_OPERATION | state == S_STOP;
assign i2c_scl   = scl_reg[1];
assign i2c_sda   = sda_valid ? sda_reg : 1'bz;
always @(posedge clk_50K) begin
    if(~rstn) begin
        index <= 3'd7;
    end else if(start) begin
        index <= 3'd7;
    end else if(state == S_OPERATION & scl_reg == 2'b11) begin
        index <= index - 3'd1;
    end else begin
        index <= index;
    end
end
always @(posedge clk_50K) begin
    if(~rstn) begin
        scl_reg <= 2'b01;
    end else if(state == S_IDLE) begin
        scl_reg <= 2'b10;
    end else if(state != S_IDLE) begin
        scl_reg <= scl_reg + 2'b01;
    end else begin
        scl_reg <= scl_reg;
    end
end
always @(posedge clk_50K) begin
    if(~rstn) begin
        sda_reg <= 1'b1;
    end else if(state == S_IDLE)begin
        sda_reg <= 1'b1;
    end else if(state == S_START) begin
        if(scl_reg[1]) begin
            sda_reg <= 1'b0;
        end else begin
            sda_reg <= 1'b1;
        end
    end else if(state == S_OPERATION) begin
        sda_reg <= data[index];
    end else if(state == S_STOP) begin
        if(scl_reg == 2'b10) begin
            sda_reg <= 1'b1;
        end else begin
            sda_reg <= sda_reg;
        end
    end else begin
        sda_reg <= sda_reg;
    end
end
always @(posedge clk_50K) begin
    if(~rstn) begin
        ack_returned <= 1'b0;
    end else if(state == S_OPERATION) begin
        ack_returned <= 1'b0;
    end else if(state == S_WAIT_ACK & i2c_scl & ~i2c_sda) begin
        ack_returned <= 1'b1;
    end else begin
        ack_returned <= ack_returned;
    end
end
always @(posedge clk_50K) begin
    if(~rstn) begin
        state <= S_IDLE;
    end else begin
        state <= next_state;
    end
end
always @* begin
  case(state)
    S_IDLE   :
    if(start)                                             next_state <= S_START;
    else                                                  next_state <= S_IDLE;
    S_START :
    if(i2c_scl & ~i2c_sda)                                next_state <= S_OPERATION;
    else                                                  next_state <= S_START;
    S_OPERATION :
    if(index == 3'd0 & scl_reg == 2'b11)                  next_state <= S_WAIT_ACK;
    else                                                  next_state <= S_OPERATION;
    S_WAIT_ACK :
    if(ack_returned & scl_reg == 2'b11 & ~last_data)      next_state <= S_OPERATION;
    else if (ack_returned & scl_reg == 2'b11 & last_data) next_state <= S_STOP;
    else                                                  next_state <= S_WAIT_ACK;
    S_STOP :
    if(i2c_scl & i2c_sda)                                 next_state <= S_IDLE;
    else                                                  next_state <= S_STOP;
    default  :
    next_state <= S_IDLE;
    endcase
end
endmodule
module LCD(
    input clk_50M,
    input rstn,    
    inout i2c_scl,
    inout i2c_sda,
    input [1:0] button,
    output reg [2:0] led
);
wire clk_50K;
wire sda_valid;
reg mode;
reg [3:0] data_count;
wire [3:0] data_clear_number = 4'd3;
wire [3:0] data_hello_number = 4'd14;
wire [7:0] data_clear[2:0];
assign data_clear[0]  = 8'h50;  
assign data_clear[1]  = 8'hfe;  
assign data_clear[2]  = 8'h51;  
wire [7:0] data_hello[13:0];
assign data_hello[0]  = 8'h50;  
assign data_hello[1]  = 8'h48;  
assign data_hello[2]  = 8'h65;  
assign data_hello[3]  = 8'h6c;  
assign data_hello[4]  = 8'h6c;  
assign data_hello[5]  = 8'h6f;  
assign data_hello[6]  = 8'h2c;  
assign data_hello[7]  = 8'h20;  
assign data_hello[8]  = 8'h77;  
assign data_hello[9]  = 8'h6f;  
assign data_hello[10] = 8'h72;  
assign data_hello[11] = 8'h6c;  
assign data_hello[12] = 8'h64;  
assign data_hello[13] = 8'h21;  
wire [7:0] data = mode ? data_hello[data_count] : data_clear[data_count];
wire [3:0] data_number = mode ? data_hello_number : data_clear_number;
reg [1:0] hello_buf;
wire hello_start = hello_buf == 2'b01;
reg [1:0] clear_buf;
wire clear_start = clear_buf == 2'b01;
wire ack_returned;
reg ack_returned_buf;
wire ack_returned_edge = {ack_returned_buf, ack_returned} == 2'b01;
Clk50K iClk50K(
    .clk_50M(clk_50M),
    .rstn(rstn),
    .clk_50K(clk_50K)
);
I2CControl iI2CControl(
    .clk_50K(clk_50K),
    .rstn(rstn),
    .i2c_scl(i2c_scl),
    .i2c_sda(i2c_sda),
    .start(hello_start | clear_start),
    .data(data),
    .last_data(data_count >= data_number),
    .sda_valid(sda_valid),
    .ack_returned(ack_returned)
);
always @(posedge clk_50K) begin
    if(~rstn) begin
        mode <= 1'b0;
    end else if(clear_start) begin
        mode <= 1'b0;
    end else if(hello_start) begin
        mode <= 1'b1;
    end else begin
        mode <= mode;
    end
end
always @(posedge clk_50K) begin
    clear_buf <= {clear_buf[0], button[0]};
end
always @(posedge clk_50K) begin
    hello_buf <= {hello_buf[0], button[1]};
end
always @(posedge clk_50K) begin
    ack_returned_buf <= ack_returned;
end
always @(posedge clk_50K) begin
    if(~rstn) begin
        led <= 3'b111;
    end else begin
        led <= {~mode, ~sda_valid, ~ack_returned};
    end
end
always @( posedge clk_50K ) begin
    if(~rstn) begin
        data_count <= 4'd0;
    end else if(hello_start | clear_start) begin
        data_count <= 4'd0;
    end else if(ack_returned_edge) begin
        data_count <= data_count + 4'd1;
    end else begin
        data_count <= data_count;
    end
end
endmodule
==> deck_impl_summary.md <==
Implementation Results

Yosys
  • Syn Std Cell Area: 1750 um2
  • Yosys warns: 4
  • Ys flop type: dfxtp_1
  • Top-count cell post-synth: dfxtp_1
  • Top cells, area: dfxtp_1 41%, ha_1 8.6%, nor2_1 6.9%
  • Count of library flops with an enable pin: 0
  • Yosys cell count: 205
  • Unique masters post-synth: about 46
  • Synth Seq Share: 41.3%
  • Max-area cell share: approximately 41%
  • Post-synth top cells: 36 x dfxtp_1, 32 x nor2_1, 18 x nand2_1, 12 x ha_1
  • Ys async rst share: 0%
  • Post-Synthesis Cells: ~210
  • Syn avg cell area: 8.51 um2
  • Synth area leader: dfxtp_1
  • Flops after synth: 36
  • Yosys chip area: 1750 um2

Status
  • First error: [error] [KeplerFormal.cpp:679] Workflow failed: Iso has multiple drivers: .i2c_scl0, i2c_scl$_SDFF_PN0_.Q0
  • Run status: aborted with a tool error
  • Exit stage: clock tree synthesis

CTS
  • Longest Clk Path Bufs: 2
  • Num CTS Buffers: 3
  • Post-CTS setup buffers: 0
  • Hold_buf cts: 0
  • H-Tree Level Count: 1
  • CTS Root Cell: clkbuf_8
  • PostCTS Resize Cnt: 0

STA
  • Register pins left without a clock: 23
  • Endpoints left unconstrained: 28

Placed design
  • Worst slack, placed: 0.288 ns
  • DP HPWL: 2410 um
  • Input/output buffers: 6
  • Routability congestion estimate: about 0.8

Die
  • Row count: 34
  • Pre-Place Util: between 20% and 30%
  • IO Count: 9
  • DIE WIDTH: 114 um
  • Chip height: 114 um
[metrics by stage]
stage | total power [mW] | hold WS (ns) | cell area [um2] | instances
after floorplan | 0.578 | 0.352 | 1750 | 205
after global placement | 0.630 | 0.366 | 1910 | 313
after detailed placement | 0.631 | 0.366 | 1910 | 313
[cell families after synthesis]
family | synth area share [%]
adder cells (fa/ha/maj) | 8.60
other | 0.215
AND-OR/OR-AND | 13.1
AND/OR/NAND/NOR | 26.2
buffers and inverters | 4.09
XOR/XNOR | 6.52
flip-flops | 41.3
Power is estimated from default activity; no workload was simulated.
